==> ./design.v <==
module Mux2x1(input logic [31:0] RegisterData, Result, ALUOut, input logic [1:0] forward, output logic[31:0] ALUSrc);
	always_comb begin
		if (~forward[0] & ~forward[1])
			ALUSrc <= RegisterData;
		else if (forward[0] & ~forward[1])
			ALUSrc <= Result;
		else 
			ALUSrc <= ALUOut;
	end 
endmodule 
==> ./run.sh <==
#!/bin/bash
# OpenROAD 26Q1-2900-gdf79404cd8, Yosys 0.63+post, stock flow scripts
make -C /OpenROAD-flow-scripts/flow DESIGN_CONFIG=/design/flow/config.mk WORK_HOME=/design/flow/orfs finish
==> ./config.mk <==
export PLATFORM = sky130hd
export DESIGN_NAME = Mux2x1
export DESIGN_NICKNAME = Mux2x1
export VERILOG_FILES = /design/flow/design.v
export SDC_FILE = /design/flow/constraint.sdc
export NUM_CORES = 4
export LEC_CHECK = 1
export CORE_AREA = 10 10 78 78
export DIE_AREA = 0 0 88 88
==> ./constraint.sdc <==
current_design Mux2x1

set clk_period 2.6
set clk_io_pct 0.2

create_clock -name clk0 -period $clk_period

set non_clock_inputs [all_inputs -no_clocks]
set_input_delay [expr $clk_period * $clk_io_pct] -clock clk0 $non_clock_inputs
set_output_delay [expr $clk_period * $clk_io_pct] -clock clk0 [all_outputs]
==> metrics.cfg <==
[grt]
globalRoute.totalOverflow = 0
grt_antenna_before_repair = 0
grt_max_degree = 65
globalRouteTotalUtil_pct = 9.68
number_of_global_route_vias_before_repair = 1125
global_route_wire_length_before_repair_um = 6090

[hold_path]
min_delay_path_depth = 5
min_path_type = in2out
worstHoldStart = forward[1]
min_to = ALUSrc[26]

[timing]
slew_violations = 0
relSlewSlack_pct = 81.7
max_freq_mhz = 453
finalWorstPathRequiredPeriod_ps = 2210
timing.final.hold_violations = 0
final_min_period_over_clock_period_pct = 84.9
rsz0062_at_grt = no
worst_slew_pin_slew_ps = 274
post-route-worst-setup-slack_ps = 392
tns_ps = 0
setup_violations = 0

[final_layout]
fill_cells = 433
regArea_um2 = 0
nClkBuffers = 0
design_area_um2 = 2010
drive_gt1_share_pct = 3.06
sequential_cell_total = 0
final_layout_top_logic_cell = sky130_fd_sc_hd__clkdlybuf4s50_1
post-route-util_pct = 45.6
mostFrequentLayoutCells = sky130_fd_sc_hd__clkdlybuf4s50_1, sky130_fd_sc_hd__mux2i_1, sky130_fd_sc_hd__nand2_1
syn_to_final_growth_pct = 182

[routing]
drt_first_pass_iters = 3
detail-route-antenna-nets = 0
routed-wl-met3_um = 536
route.antenna.diode_count = 0
m1WireLength_um = 1600
routed.top_layer = met4
vias_after_detailed_routing = 1161
met2_wirelength_um = 2120
drt_iter0_markers = 40
routed_via_density = 4.13
routed_wire_length_per_instance_um = 15.3
postRouteWirelength_um = 4290
remaining_drc_errors = 0

[synth]
yosysWarnings = 1
yosysChipArea_um2 = 714
netlist-cell-type-count = 8
ys_seq_share_pct = 0
post_synth_main_area_contributors = sky130_fd_sc_hd__mux2i_1, sky130_fd_sc_hd__o21ai_1, sky130_fd_sc_hd__nand2_1, sky130_fd_sc_hd__buf_12, sky130_fd_sc_hd__buf_2
synth_top_area_share_pct = 44.8
synth_cells = 107
yosys.area.top_type = sky130_fd_sc_hd__mux2i_1
synthesis.area_um2 = 714
avgSynthCellArea_um2 = 6.68
synth_stat.cells = 107

[placed_design]
placement.io_buffers = 130
gp_congestion = 0.761
pre_cts_ws_ps = 372
postPlaceCellArea_um2 = 2010
hpwl_um = 3760

[power]
vdd_ir_drop_max_v = 0.0000794
pwr_density_cell_nw_per_um2 = 159
power.static_leakage_nw = 0.835

[flow_run]
tally_of_max_capacitance_violations = 0
tool_warning_count = 32

[worst_setup_path]
critPathRequiredTime_ps = 2080
critPathMaxFanout = 16
worstPathArrival_ps = 1690
worst_setup_path_start_kind = input pin
crit_path_class = in2out
worst_setup_path_end_kind = output port

[floorplan]
number_of_top_level_design_ports = 130
coreArea_um2 = 4410
dieArea_um2 = 7740
die_w_um = 88
core_util_floorplan_pct = 16.2
fp-row-count = 24
die.size.y_um = 88

[run_status]
run_status = complete, no violations

[cts]
postCtsSetupBuffers = 0
ctsResizeCount = 0
cts_hold_repair.buffers = 0

synth_stat cells, drive strengths merged:
cell / n
nand2: 32
mux2i: 32
buf: 11
o21ai: 32
worst max path at each step:
stage | from | endpoint | slack, ps | cells past startpoint
4_1_cts | forward[0] | ALUSrc[10] | 370 | 5
6_report | forward[0] | ALUSrc[17] | 390 | 5
5_1_grt | forward[0] | ALUSrc[16] | 310 | 5
metrics by stage:
stage          hold WS, ps  std cells  power [mW]
3_5_place_dp          1890        281       0.326
3_3_place_gp          1890        281       0.325
6_report              1880        281       0.320
5_1_grt               1910        281       0.349
4_1_cts               1900        281       0.327
2_1_floorplan         1100        107      0.0891
per-layer routing:
layer	vias up	track usage, %
li1	620	-
met1	473	11.5
met2	66	17.1
met5	-	0
met3	2	3.46
met4	0	0.580
cells by family (layout without fill, tap and decap cells):
| family | Yosys count | in the layout | synth area share (%) |
|---|---|---|---|
| AOI/OAI and AO/OA | 32 | 32 | 23.5 |
| muxes | 32 | 32 | 44.8 |
| and+or+nand+nor | 32 | 32 | 16.8 |
| buffers and inverters | 11 | 133 | 14.9 |
where the power goes:
part           internal (mW)  total, mW  leakage (nW)  switching, mW
registers                  0          0             0              0
logic                  0.240      0.320         0.835         0.0799
clock network              0          0             0              0
total                  0.240      0.320         0.835         0.0799
layout make-up:
cell class	instances	area [um2]	area share (%)
well taps	52	65.1	3.23
multi-input cells	96	608	30.2
repair buffers	133	1340	66.5
worst max-delay path, stage by stage:
cell                              delay [ps]
sky130_fd_sc_hd__buf_2                   110
sky130_fd_sc_hd__buf_4                   280
sky130_fd_sc_hd__mux2i_1                 110
sky130_fd_sc_hd__o21ai_1                 140
sky130_fd_sc_hd__clkdlybuf4s50_1         500
Power is estimated from default activity; no workload was simulated.
