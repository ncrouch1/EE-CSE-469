==> ./config.mk <==
export PLATFORM = sky130hd
export DESIGN_NAME = reg_file
export DESIGN_NICKNAME = reg_file
export VERILOG_FILES = /design/flow/design.v
export SDC_FILE = /design/flow/constraint.sdc
export NUM_CORES = 4
export LEC_CHECK = 1
export CORE_UTILIZATION = 30
==> ./run.sh <==
#!/bin/bash
# OpenROAD 26Q1-2900-gdf79404cd8, Yosys 0.63+post, stock flow scripts
make -C /OpenROAD-flow-scripts/flow DESIGN_CONFIG=/design/flow/config.mk WORK_HOME=/design/flow/orfs finish
==> ./design.v <==
module reg_file(input logic clk, wr_en,
	input logic [31:0] write_data,
	input logic [3:0] write_addr, input logic [3:0]
	read_addr1, read_addr2, output logic [31:0]
	read_data1, read_data2,
	input logic rst);
	logic [31:0] memory [15:0];
	assign read_data1 = memory[read_addr1];
	assign read_data2 = memory[read_addr2];
	genvar i;
	always_ff @(posedge clk) begin
		if (rst) begin
			memory[0] <= '0;
			memory[1] <= '0;
			memory[2] <= '0;
			memory[3] <= '0;
			memory[4] <= '0;
			memory[5] <= '0;
			memory[6] <= '0;
			memory[7] <= '0;
			memory[8] <= '0;
			memory[9] <= '0;
			memory[10] <= '0;
			memory[11] <= '0;
			memory[12] <= '0;
			memory[13] <= '0;
			memory[14] <= '0;
			memory[15] <= '0;
		end else if (wr_en) begin
			memory[write_addr] <= write_data;
		end
	end
endmodule
module reg_file_tb ();
logic [31:0] write_data;
logic [3:0] write_addr; 
logic [3:0] read_addr1, read_addr2;
logic [31:0] read_data1, read_data2;
logic clk, wr_en;
reg_file dut (clk, wr_en, write_data, write_addr, read_addr1, read_addr2, read_data1, read_data2);
initial begin
	clk = 0;
	wr_en = 0;
	write_data = 8675309;
	write_addr = 3;
	read_addr1 = 3;
	#10;
	clk = 1;
	#10;
	clk = 0;
	#5;
	read_addr1 = 2;
	read_addr2 = 3;
	#5;
	clk = 1;
	#10;
	clk = 0;
	wr_en = 1;
	#5;
	read_addr1 = 3;
	read_addr2 = 0;
	#5;
	clk = 0;
	#10;
	clk = 1;
	#10;
	read_addr2 = 3;
	read_addr1 = 2;
	#10;
	clk = 0;
	wr_en = 0;
	write_addr = 4;
	write_data = 420;
	read_addr2 = 4;
	#10;
	clk = 1;
	#10;
	clk = 0;
	wr_en = 1;
	#10;
	clk = 1;
	#10;
end
endmodule
==> ./constraint.sdc <==
current_design reg_file

set clk_period 11.1
set clk_io_pct 0.2

create_clock -name clk0 -period $clk_period [get_ports {clk}]

set non_clock_inputs [all_inputs -no_clocks]
set_input_delay [expr $clk_period * $clk_io_pct] -clock clk0 $non_clock_inputs
set_output_delay [expr $clk_period * $clk_io_pct] -clock clk0 [all_outputs]
==> out/notes.md <==
The run gives 81300 um for the total wirelength of the detailed-routed design. The run gives 1 as the synthesis warning total. Count of tool warnings: 25. The dominant delay contributor by cell family on the critical path was buffers and inverters. The number of primary I/O pins was 111; the final routed wire length divided by cell count was 27.8 um.

The estimated wirelength of the detail-placed design is 44400 um. The dominant cell type by count on the critical path was sky130_fd_sc_hd__clkdlybuf4s50_1. The run gives 0 as the number of setup violations in the final report. The pin count of the biggest net entering global routing is 47, and the post-synthesis cell type count is 22. The maximum buffer depth of the clock tree is 3. With the count of unresolved DRC violations after routing at 0, the actual slew at the worst max-slew pin is 793 ps. The leakage component of the power was reported as 10.2 nW. The power density relative to cell area is 148 nW/um2.

Pins over their slew limit in the final report were tallied at 0. The share of post-route cells with drive strength above 1 came out at 25.4%. The run gives 15.8 um2 for the average footprint of a synthesized cell. TritonCTS built the clock tree. Count of fill cells added during filler insertion: 8096.

For the final worst slack, the log shows 4010 ps. Per the detail_route report, the via count comes to 15500. In this run the biggest area consumer among cell types represents 57.8% of the synthesized area.

Class of the most critical hold timing path: primary input to register. For this run, the slowest stage of the critical path takes 620 ps. The count of routing violations after the opening detailed-route iteration was 805; the initial antenna violation count was 3. With the number of optimization iterations in the first detailed-route pass at 5, the post-synthesis sequential element count is 512.

The quantity of I/O buffers inserted on ports is 110, and the required time of the critical path is 8880 ps. The run gives 87300 um2 as the core box area. The largest fanout of any net on the critical path is 19.

Counting flops per register, the top entry is memory. Total routing resource utilization after global routing: 19.6%. The synth_stat.txt file lists the number of cells as 1687.

With the post-cts hold-fix buffer tally at 0, the post-route clock period utilization is 63.9%. CTS added clock buffers totalling 53. The registers reported with the highest flop counts are memory (512). The vertical die dimension is 300 um. The number of max-cap violations was 0.

Per STA, the worst path is made up of clkdlybuf4s50_1, nor2b_4, buf_4, a22oi_1, nand2_1, clkdlybuf4s50_1. The number of setup buffers added after CTS is 0. With the number of global-route vias before repair at 17300, the placed cell count is 2834. The count of library flops with an enable pin works out to 512. The placement summary gives the final routability congestion estimate as 0.838. For the count of H-tree levels built during CTS, the log shows 2. The smallest clock period supported by the final layout is computed as 7090 ps.

Compared with the post-synthesis result, the final layout area differs by 14.9%. The flow ran to the end, and the final reports show no timing, DRC or antenna violations. The detailed-route vias per instance works out to 5.31. Per the CTS log, the root buffer master is sky130_fd_sc_hd__clkbuf_16. Once layout is complete, the cells apart from fillers number 2926. The run gives 0 for the count of instances resized after the clock tree is built. The library cell contributing the largest single delay on the critical path is sky130_fd_sc_hd__clkdlybuf4s50_1.

The clock-pin slew reported for the worst setup and hold paths after clock tree synthesis came out at 60 ps. Hold-check failures listed in the final report amount to 0. After synthesis, the most frequently instantiated cells are sky130_fd_sc_hd__edfxtp_1, sky130_fd_sc_hd__and2_1, sky130_fd_sc_hd__mux4_2.

The first global-routing pass estimated 118000 um of wire. STA classifies the critical path endpoint as a primary output. For this run, the leading register cell type out of synthesis is sky130_fd_sc_hd__edfxtp_1. In this run the core area contains 108 standard-cell rows.

Setup repair after global routing left no endpoint under its margin. The startpoint class of the critical path was a primary input. The run gives 30.5% for the initial standard-cell utilization of the core. Start-to-end type of the worst setup path: primary input to primary output. The post-synthesis chip area from yosys is 26600 um2. For the worst setup slack before clock tree synthesis, the log shows 4000 ps.

The die is 300 um wide. The setup total negative slack was 0 ps. Most numerous cell in the Yosys netlist: sky130_fd_sc_hd__edfxtp_1.

Across all checked pins, the minimum headroom to the slew limit is 47.1%. Data on the critical path arrives at its endpoint at 4870 ps. The worst-case IR drop observed on VDD is 0.000113 V.

The register with the most flip-flops in the layout has 512 of them. The mapped netlist covers 26600 um2. Along the critical path, the tally of buffer and inverter instances is 3. The total die size is 89800 um2. The library cell occupying the most area in the post-synthesis netlist was sky130_fd_sc_hd__edfxtp_1. After synthesis, the cell types taking the most area are sky130_fd_sc_hd__edfxtp_1, sky130_fd_sc_hd__mux4_2, sky130_fd_sc_hd__and2_1. Async set-or-reset flop fraction in the synthesized netlist: 0%.

In this build the clock could be raised as far as 141 MHz. The CTS log lists the clock sinks for this run as 512. After layout, the design draws a total of 0.00452 W.

Per the post-route antenna check, the number of violating nets is 0. Of the synthesized area, sequential elements account for 57.8%. The synthesized instance count is 1687. The run gives 0 as the aggregate global routing overflow.
[metal layers]
| metal | vias to the layer above | GRT usage (%) | wire [um] |
|---|---|---|---|
| met5 | - | 0.847 | 24 |
| met4 | 4 | 5.14 | 2690 |
| li1 | 6610 | - | - |
| met1 | 7552 | 20.7 | 25400 |
| met2 | 1184 | 31.0 | 39800 |
| met3 | 190 | 14.3 | 13400 |
[area by class of cell]
type | count | area, um2 | share of cell area (%)
tap | 1155 | 1450 | 4.73
antenna | 1 | 2.50 | 0.00819
multi-input combinational | 1007 | 10700 | 34.9
timing repair buffer | 160 | 1490 | 4.86
clock inverter | 25 | 199 | 0.651
clock buffer | 66 | 1400 | 4.57
sequential | 512 | 15400 | 50.3
[logic make-up after synthesis]
family | Yosys count | share of synthesized area, %
buf+inv | 168 | 2.58
compound gates | 128 | 3.61
mux | 256 | 21.7
flops | 512 | 57.8
simple gates | 623 | 14.3
[worst paths after layout]
| check | startpoint | end | slack (ps) | cells after the start |
|---|---|---|---|---|
| worst max-delay path | read_addr2[2] | read_data2[13] | 4010 | 6 |
| worst min-delay path | write_data[5] | memory[4][5] | 2610 | 2 |
[per-stage QoR]
step	cell area (um2)	hold slack [ps]	utilization [%]
CTS	30600	2590	35.0
global placement	29000	3210	33.2
global route	30600	2650	35.0
finish	30600	2610	35.0
detailed placement	29000	3230	33.2
floorplan	26600	2420	-
[power by group]
| part | switching (W) | internal (W) | leakage, nW | total, W |
|---|---|---|---|---|
| Combinational | 0.000283 | 0.000266 | 4.54 | 0.000549 |
| Sequential | 0.0000480 | 0.00224 | 4.88 | 0.00229 |
| Clock | 0.000732 | 0.000952 | 0.781 | 0.00168 |
[cell usage in the layout (no fill, tap or decap)]
master,synthesis,routed
sky130_fd_sc_hd__nand2_1,65,65
sky130_fd_sc_hd__nand2b_1,2,2
sky130_fd_sc_hd__nand4bb_1,2,2
sky130_fd_sc_hd__clkbuf_8,0,2
sky130_fd_sc_hd__a22oi_1,128,128
sky130_fd_sc_hd__clkbuf_16,0,54
sky130_fd_sc_hd__nor2b_4,0,4
sky130_fd_sc_hd__clkinv_4,0,1
sky130_fd_sc_hd__or4b_4,1,1
sky130_fd_sc_hd__nor3_4,1,2
sky130_fd_sc_hd__clkbuf_1,117,12
sky130_fd_sc_hd__bufinv_16,0,3
sky130_fd_sc_hd__nand4b_1,1,1
sky130_fd_sc_hd__nor2_4,3,14
sky130_fd_sc_hd__diode_2,0,1
sky130_fd_sc_hd__and2_1,482,480
sky130_fd_sc_hd__clkinv_8,0,1
sky130_fd_sc_hd__clkdlybuf4s50_1,0,106
sky130_fd_sc_hd__nor3_2,1,2
sky130_fd_sc_hd__and2_2,32,34
sky130_fd_sc_hd__clkinv_2,0,7
sky130_fd_sc_hd__mux4_2,256,256
sky130_fd_sc_hd__buf_4,3,50
sky130_fd_sc_hd__buf_6,0,2
sky130_fd_sc_hd__edfxtp_1,512,512
sky130_fd_sc_hd__clkinv_1,0,13
sky130_fd_sc_hd__or2_2,16,16
Power figures rest on the tool's default switching activity, not on a simulated workload.
